## design.v

```verilog
`timescale 1ns / 1ps
module Accumulator(
    input       [ 7:0] Acc_i,
    input              Rempty_i,
    input              Rclk,
    input              reset,
    output reg  [ 7:0] Average_o
    );
    reg  [ 7:0] hold [3:0];
    reg  [ 1:0] counter;
    wire [ 7:0] cla1_dat, cla2_dat;
    wire [11:0] cla3_dat;
    wire        cla1_cout, cla2_cout, cla3_cout;
    always_ff @(posedge Rclk or posedge reset) begin
        if (reset) begin
            counter <= 0;
            hold[0] <= 0;
            hold[1] <= 0;
            hold[2] <= 0;
            hold[3] <= 0;
        end
        else if(!Rempty_i) begin
            counter <= counter + 1;
            hold[0] <= Acc_i;
            hold[1] <= hold[0];
            hold[2] <= hold[1];
            hold[3] <= hold[2];
        end 
    end
    always_ff @(posedge Rclk or posedge reset) begin
        if (reset) begin
            Average_o <= 0;
        end 
        else if (counter == 1) begin
            Average_o <= (cla3_dat >> 2);
        end
    end
         CLA_8 cla1     (.a(hold[0]), .b(hold[1]), .cin(1'b0), .DataOut(cla1_dat), .cout(cla1_cout));
         CLA_8 cla2     (.a(hold[2]), .b(hold[3]), .cin(1'b0), .DataOut(cla2_dat), .cout(cla2_cout));
         CLA_12 cla3    (.a({3'b000, cla1_cout, cla1_dat}), .b({3'b000, cla2_cout, cla2_dat}), .cin(1'b0), .DataOut(cla3_dat), .cout(cla3_cout));
endmodule
`timescale 1ns / 1ps
module CLA(
    input [3:0] a,
    input [3:0] b,
    input       cin,
    output [3:0] DataOut,
    output cout
    );
    reg [3:0] g;
    reg [3:0] p;
    reg [4:0] c;
    reg [3:0] DataOut_reg;
    always_comb begin
       p[3:0] = a[3:0] ^ b[3:0];
       g[3:0] = a[3:0] & b[3:0];
       c[0] = cin;                              
       c[1] = g[0] | (c[0] & p[0]);  
       c[2] = g[1] | (g[0] & p[1]) | (p[1] & p[0] & c[0]);
       c[3] = g[2] | (g[1] & p[2]) | (p[2] & p[1] & g[0]) | (p[2] & p[1] & p[0] & c[0]);
       c[4] = g[3] | (g[2] & p[3]) | (p[3] & p[2] & g[1]) | (g[0] & p[3] & p[2] & p[1]) | (p[3] & p[2] & p[1] & p[0] & c[0]);
       DataOut_reg[3:0] = c[3:0] ^ p[3:0];
   end
       assign cout = c[4];
       assign DataOut = DataOut_reg;
endmodule
module CLA_8 (
    input [7:0] a,
    input [7:0] b,
    input       cin,
    output [7:0] DataOut,
    output      cout
    );
    wire [7:0] out;
    wire [3:0] adder1;
    wire       cout1;
    CLA cla1(.a(a[3:0]), .b(b[3:0]), .cin(cin), .DataOut(DataOut[3:0]), .cout(cout1));
    CLA cla2(.a(a[7:4]), .b(b[7:4]), .cin(cout1), .DataOut(DataOut[7:4]), .cout(cout));
endmodule
module CLA_12 (
    input [11:0] a,
    input [11:0] b,
    input       cin,
    output [11:0] DataOut,
    output      cout
    );
    wire [15:0] out;
    wire [7:0] adder1, adder2;
    wire       cout1, cout2;
    CLA cla1(.a(a[3:0]), .b(b[3:0]), .cin(cin), .DataOut(DataOut[3:0]), .cout(cout1));
    CLA cla2(.a(a[7:4]), .b(b[7:4]), .cin(cout1), .DataOut(DataOut[7:4]), .cout(cout2));
    CLA cla3(.a(a[11:8]), .b(b[11:8]), .cin(cout2), .DataOut(DataOut[11:8]), .cout(cout));
endmodule
module Full_adder (
    input a,
    input b,
    input c,
    output sum,
    output cout
    );
    assign sum = (a ^ b ^ c);
    assign cout =  (a&b)|(b&c)|(a&c);
endmodule
`timescale 1ns / 1ps
module FIFO(
    input           Wclk,
    input           Rclk,
    input           wrst_n,
    input           rrst_n,
    input   [ 7:0]  Mul_i,
    output  [ 7:0]  Acc,
    output          Rempty_o,
    output          Wfull_o
    );
    logic [3:0] wr_ptr, wr_ptr_rff, wr_ptr_r1ff;
    logic [3:0] rd_ptr, rd_ptr_wff, rd_ptr_w1ff;
    logic [3:0] rd_ptr_gray, wr_ptr_gray;
    logic [7:0] data [7:0];
    logic Rempty, Wfull;
    logic reset;
    always_ff @(posedge Wclk or negedge reset) begin
       if (!reset) begin
            wr_ptr <= 0;
       end
       else if (!Wfull) begin
            data[wr_ptr[2:0]] <= Mul_i;
            wr_ptr <= wr_ptr + 1;   
            end
        end
    always_ff @(posedge Rclk or negedge reset) begin
        if (!reset) begin
            wr_ptr_rff <= 0;
            wr_ptr_r1ff <= 0;
        end
        else begin
            wr_ptr_rff <= wr_ptr_gray;
            wr_ptr_r1ff <= wr_ptr_rff;
        end
    end
    always_ff @(posedge Rclk or negedge reset) begin
        if (!reset)
            rd_ptr <= 0;
       else if (!Rempty)
            rd_ptr <= rd_ptr +1;   
    end
    always_ff @(posedge Wclk or negedge reset) begin
        if (!reset) begin
            rd_ptr_wff <= 0;
            rd_ptr_w1ff <= 0;
        end
        else begin
            rd_ptr_wff <= rd_ptr_gray;
            rd_ptr_w1ff <= rd_ptr_wff;
        end
    end
     assign Acc = data[rd_ptr[2:0]];
     assign wr_ptr_gray = (wr_ptr >> 1) ^ wr_ptr;
    assign rd_ptr_gray = (rd_ptr >> 1) ^ rd_ptr;
    assign reset = (wrst_n | rrst_n);
    assign Wfull = (wr_ptr_gray[1:0] == rd_ptr_w1ff[1:0]) &&
                   (wr_ptr_gray[3:3] != rd_ptr_w1ff[3:3]) && (wr_ptr_gray[2:2] != rd_ptr_w1ff[2:2]);
    assign Rempty = (wr_ptr_r1ff[3:0] == rd_ptr_gray[3:0]);
    assign Rempty_o = Rempty;
    assign Wfull_o = Wfull;
endmodule
`timescale 1ns / 1ps
module MAC(
    input            Reset,
    input   [ 3:0]   DataIn1,
    input   [ 3:0]   DataIn2,
    input            Wclk,
    input            Rclk,
    output  [ 7:0]   AverageOut,
    output           Wfull
    );
       wire          Wclk;
       wire          Rclk;  
       wire          wrst_n;
       wire          rrst_n;
       wire  [ 7:0]  Mul; 
       wire  [ 7:0]  Acc;   
       wire          Rempty;
       wire          Wfull;           
    FIFO fifo(
        .Wclk       (Wclk),
        .Rclk       (Rclk),
        .wrst_n     (~Reset),
        .rrst_n     (~Reset),
        .Mul_i      (Mul),
        .Acc        (Acc),
        .Rempty_o   (Rempty),
        .Wfull_o    (Wfull)
    );
    Accumulator Accum1(
        .Acc_i      (Acc),
        .Rempty_i   (Rempty),
        .Rclk       (Rclk),
        .reset      (Reset),
        .Average_o  (AverageOut)
    );
    Multiplier Multi1(
        .a          (DataIn1),
        .b          (DataIn2),
        .Wclk       (Wclk),
        .reset      (Reset),
        .Mul_o      (Mul),
        .Wfull_i    (Wfull)
    );
endmodule
`timescale 1ns / 1ps
module Multiplier(
    input            reset,
    input            Wclk,
    input   [ 3:0]   a,
    input   [ 3:0]   b,
    input            Wfull_i,   
    output reg [ 7:0]    Mul_o
    );
    reg [3:0] ba [3:0];
    wire [3:0] adder1;
    wire       cout1;
    wire [3:0] adder2;
    wire       cout2;
    wire [3:0] adder3;
    wire       cout3;
    wire [7:0] Mul;
    always_comb
        for (int i = 0; i < 4; i++) begin
            ba[i] = {(b[i] & a[3]), (b[i] & a[2]), (b[i] & a[1]), (b[i] & a[0])} ;
        end    
    CLA cla1(.a({1'b0, ba[0][3:1]}), .b(ba[1]), .cin(1'b0), .DataOut(adder1), .cout(cout1));
    CLA cla2(.a({cout1, adder1[3:1]}), .b(ba[2]), .cin(1'b0), .DataOut(adder2), .cout(cout2));
    CLA cla3(.a({cout2, adder2[3:1]}), .b(ba[3]), .cin(1'b0), .DataOut(adder3), .cout(cout3));
    assign  Mul = {cout3, adder3[3:0], adder2[0], adder1[0], ba[0][0]};
    always_ff @(posedge Wclk or posedge reset) begin
        if (reset)
            Mul_o <= 0;
        else if (!Wfull_i)
            Mul_o <= Mul;
        else
            Mul_o <= Mul_o;
    end
endmodule
```

## run.sh

```bash
#!/bin/bash
# OpenROAD 26Q1-2900-gdf79404cd8, Yosys 0.63+post, stock flow scripts
make -C /OpenROAD-flow-scripts/flow DESIGN_CONFIG=/design/flow/config.mk WORK_HOME=/design/flow/orfs finish
```

## config.mk

```make
export PLATFORM = sky130hd
export DESIGN_NAME = MAC
export DESIGN_NICKNAME = MAC
export VERILOG_FILES = /design/flow/design.v
export SDC_FILE = /design/flow/constraint.sdc
export NUM_CORES = 4
export LEC_CHECK = 1
export CORE_UTILIZATION = 50
```

## constraint.sdc

```tcl
current_design MAC

set clk_period 4.6
set clk_io_pct 0.2

create_clock -name clk0 -period $clk_period [get_ports {Rclk}]
create_clock -name clk1 -period $clk_period [get_ports {Wclk}]

set non_clock_inputs [all_inputs -no_clocks]
set_input_delay [expr $clk_period * $clk_io_pct] -clock clk0 $non_clock_inputs
set_output_delay [expr $clk_period * $clk_io_pct] -clock clk0 [all_outputs]
```

==> results.txt <==
run results: mapped cell area 0.00666 sq mm, Most Crowded Layer GR met1, final setup vio count 0, Worst EP arrival between 4 and 5 ns, met3 usage 0.0843, global-route congestion overflow total 0, CP Buf/Inv Count 1, FP Rows 41, fin cells approximately 700, Via Count 3824, Worst-path clk slew 0.07 ns, # diodes 0, Fillers 1014, most numerous cell in the Yosys netlist dfrtp_1, final hold violation count 0, Routed WL per cell 17.1 um, Final Instance Area 0.00745 sq mm, Port Buf Inserts 18, drt total wl about 12 mm, DPL Wire Length 8.09 mm, Sink Count 138, post-CTS setup buffer count 0, 1st-iter DRT viols 274, FFs w/ async S/R, synth 0.536, Resize count post-CTS 0, peak supply drop between 0.2 and 0.3 mV, critical path's top delay family adder cells, final worst setup slack 0.673 ns, commonest cells in the netlist 74 x dfrtp_1, 64 x edfxtp_1, 50 x ha_1, Cell Count Post-Placement 678, crit path kind reg -> reg, PwrDens 333 mW/mm^2, antenna viol nets, final 0, Post-Syn Instances 494, CTS tree done, Area after DPL 0.00705 sq mm, Worst Tran Pin Value 0.751 ns, Synth area leaders edfxtp_1 29%, dfrtp_1 28%, ha_1 9.4%, Largest type area fraction 0.289, Post-synth EDFFs approximately 64, pre-CTS WS 0.381 ns, cells in synth_stat.txt 494, WP data required 4.77 ns, Worst setup SP type register, core area between 0.01 and 0.015 sq mm, worst path cell trace ha_1 -> a21oi_1 -> o211ai_1 -> inv_1 -> fa_1 -> xnor2_1 -> ha_1 -> a21o_1 -> a211oi_1 -> nand2_1 -> a21o_1 -> fa_1 -> mux2_2, hold slack final ~0.35 ns, die height 117 um, CTS Hold Bufs 0, syn avg cell area 13.5 sq um, Total Power about 2.5 mW, fin util 0.581, initial core utilization 0.519, largest net degree at the start of global routing 52, Post-synth regs 138, gpl congestion 0.841, Tool Warnings 35, Commonest flop dfrtp_1, total track usage 0.201, post-synth cell types 48, Crit Path Max Fanout 6, final setup TNS 0 ns, die width 117 um, vias in the first global route around 3900, die footprint 0.0138 sq mm, Area Growth Syn to Fin 12.0%, I/O pins 20, crit end category register, ratio of cells with drive above 1 in the final layout 0.140, first-pass GRT wire length around 20 mm, Pre-antenna DRT Iters 4, Seq/Total Area, Yosys 0.567, max cap viols 0, outcome complete, no violations, met2 usage 0.278, met1 usage 0.328, Layout Skew 0.00695 ns, Static Leak 3.12 nW, drt via density 5.46, Worst slew margin 0.499, Hold Crit Class reg -> reg, post-synthesis cell type with the largest combined area edfxtp_1, max-slew violations 0, Ys Warns 9, slowest library cell on the worst path fa_1, DRC errors left 0, CP peak stage delay 0.44 ns, Yosys chip area 0.00666 sq mm, initial antenna violation count 0, RSZ-0062 raised after global routing no
==> power breakdown <==
group          switching (mW)  total, mW  internal (mW)
sequential             0.0414       1.39           1.34
combinational          0.0465     0.0837         0.0372
clock                   0.445       1.01          0.567
==> registers in the layout, indices dropped and copies added, names as in the netlist <==
signal and cells:
fifo.wr_ptr_r1ff 4, fifo.data 64, fifo.wr_ptr_rff 4, fifo.wr_ptr 4, Multi1.Mul_o 8, Accum1.Average_o 8
Accum1.hold 32, Accum1.counter 2, fifo.rd_ptr 4, fifo.rd_ptr_w1ff 4, fifo.rd_ptr_wff 4
==> logic make-up (layout without fill, tap and decap cells) <==
kind of cell / count (synthesis) / in the layout / synth area share
compound gates: 80 / 80 / 0.0889
simple gates: 82 / 82 / 0.0663
fa+ha+maj: 58 / 58 / 0.118
xor+xnor: 31 / 31 / 0.0408
flops: 138 / 138 / 0.567
mux: 51 / 51 / 0.0842
buf+inv: 54 / 89 / 0.0350
==> routing by layer <==
metal | up-vias | routed length [um]
li1 | 1866 | -
met1 | 1850 | 5710
met2 | 92 | 5260
met3 | 14 | 847
met4 | 2 | 108
met5 | - | 55
==> layout by cell type (no fill, tap or decap), types with 4 or more instances in the layout <==
master,netlist,layout
a31oi_1,7,7
nor2_1,11,11
a222oi_1,8,8
clkbuf_16,0,14
buf_4,0,12
a221oi_1,6,6
dfrtp_1,74,74
nor4b_1,6,6
a21o_1,17,17
inv_1,36,35
o21ai_0,5,5
nand2_1,20,20
o21bai_1,4,4
mux2_2,40,40
ha_1,50,50
fa_1,8,8
mux2i_1,11,11
a22oi_1,6,6
xnor2_1,16,16
a21oi_1,12,12
xor2_1,15,15
edfxtp_1,64,64
nor3_1,11,11
nand3_1,4,4
and2_1,14,14
clkdlybuf4s50_1,0,18
==> worst register-to-register path: cells and delay by family (launching register included) <==
family / cells / cell delay (ns)
fa+ha+maj: 4 / 1.47
mux: 1 / 0.27
xor+xnor: 1 / 0.19
flops: 1 / 0.42
buf+inv: 1 / 0.11
simple gates: 1 / 0.13
compound gates: 5 / 1.22
==> final timing paths <==
check,startpoint,to,slack (ns),depth (start not counted)
max,Accum1.hold[2][1],Accum1.Average_o[6],0.67,13
min,fifo.wr_ptr_rff[0],fifo.wr_ptr_r1ff[0],0.35,0
max reg2reg,Accum1.hold[2][1],Accum1.Average_o[6],0.67,13
min reg2reg,fifo.wr_ptr_rff[0],fifo.wr_ptr_r1ff[0],0.35,0
max in group clk1,DataIn1[2],Multi1.Mul_o[7],0.71,14
max in group asynchronous,Reset,Accum1.hold[1][0],2.33,3
min in group clk1,fifo.rd_ptr_wff[2],fifo.rd_ptr_w1ff[2],0.35,0
min in group asynchronous,Reset,Multi1.Mul_o[5],1.20,2
==> cell type report <==
type	instances	area (sq um)	area share
multi-input cells	302	2650	0.356
clock buffers	16	358	0.0480
flip-flops and latches	138	3770	0.506
inverters	36	135	0.0181
clock inverters	7	50.0	0.00671
well taps	172	215	0.0289
repair buffers	30	270	0.0363
Power is estimated from default activity; no workload was simulated.
